==> design/flow/design.v <==
`timescale 1ns / 1ps
module ElevatorController (
    input clk,
    input reset,
    input up_request,
    input down_request,
    input [1:0] current_floor,
    input [1:0] target_floor,
    input emergency_stop,
    output reg move_up,
    output reg move_down,
    output reg door_open,
    output reg stopped,
    output reg [2:0] state   
);
localparam IDLE            = 3'b000,
           MOVING_UP       = 3'b001,
           MOVING_DOWN     = 3'b010,
           DOOR_OPEN       = 3'b011,
           EMERGENCY_STOP  = 3'b100;
reg [3:0] door_timer;
reg [2:0] next_state;
always @(posedge clk or posedge reset) begin
    if (reset)
        state <= IDLE;
    else
        state <= next_state;
end
always @(*) begin
    case (state)
        IDLE: begin
            if (emergency_stop)
                next_state = EMERGENCY_STOP;
            else if (up_request && current_floor < target_floor)
                next_state = MOVING_UP;
            else if (down_request && current_floor > target_floor)
                next_state = MOVING_DOWN;
            else
                next_state = IDLE;
        end
        MOVING_UP: begin
            if (emergency_stop)
                next_state = EMERGENCY_STOP;
            else if (current_floor == target_floor)
                next_state = DOOR_OPEN;
            else
                next_state = MOVING_UP;
        end
        MOVING_DOWN: begin
            if (emergency_stop)
                next_state = EMERGENCY_STOP;
            else if (current_floor == target_floor)
                next_state = DOOR_OPEN;
            else
                next_state = MOVING_DOWN;
        end
        DOOR_OPEN: begin
            if (emergency_stop)
                next_state = EMERGENCY_STOP;
            else if (door_timer == 0)
                next_state = IDLE;
            else
                next_state = DOOR_OPEN;
        end
        EMERGENCY_STOP: begin
            if (!emergency_stop)
                next_state = IDLE;  
            else
                next_state = EMERGENCY_STOP;
        end
        default: next_state = IDLE;
    endcase
end
always @(posedge clk or posedge reset) begin
    if (reset) begin
        move_up    <= 0;
        move_down  <= 0;
        door_open  <= 0;
        stopped    <= 1;
        door_timer <= 0;
    end else begin
        case (state)
            IDLE: begin
                move_up    <= 0;
                move_down  <= 0;
                door_open  <= 0;
                stopped    <= 1;
                door_timer <= 0;
            end
            MOVING_UP: begin
                move_up    <= 1;
                move_down  <= 0;
                door_open  <= 0;
                stopped    <= 0;
            end
            MOVING_DOWN: begin
                move_up    <= 0;
                move_down  <= 1;
                door_open  <= 0;
                stopped    <= 0;
            end
            DOOR_OPEN: begin
                move_up    <= 0;
                move_down  <= 0;
                door_open  <= 1;
                stopped    <= 1;
                if (door_timer == 0)
                    door_timer <= 4;   
                else
                    door_timer <= door_timer - 1;
            end
            EMERGENCY_STOP: begin
                move_up    <= 0;
                move_down  <= 0;
                door_open  <= 0;
                stopped    <= 1;
                door_timer <= 0;
            end
            default: begin
                move_up    <= 0;
                move_down  <= 0;
                door_open  <= 0;
                stopped    <= 1;
                door_timer <= 0;
            end
        endcase
    end
end
endmodule
==> design/flow/run.sh <==
#!/bin/bash
# OpenROAD 26Q1-2900-gdf79404cd8, Yosys 0.63+post, stock flow scripts
make -C /OpenROAD-flow-scripts/flow DESIGN_CONFIG=/design/flow/config.mk WORK_HOME=/design/flow/orfs finish
==> design/flow/config.mk <==
export PLATFORM = sky130hd
export DESIGN_NAME = ElevatorController
export DESIGN_NICKNAME = ElevatorController
export VERILOG_FILES = /design/flow/design.v
export SDC_FILE = /design/flow/constraint.sdc
export NUM_CORES = 4
export LEC_CHECK = 1
export CORE_AREA = 10 10 84 84
export DIE_AREA = 0 0 94 94
==> design/flow/constraint.sdc <==
current_design ElevatorController

set clk_period 2.8
set clk_io_pct 0.2

create_clock -name clk0 -period $clk_period [get_ports {clk}]

set non_clock_inputs [all_inputs -no_clocks]
set_input_delay [expr $clk_period * $clk_io_pct] -clock clk0 $non_clock_inputs
set_output_delay [expr $clk_period * $clk_io_pct] -clock clk0 [all_outputs]
==> changes_impl.md <==
## Implementation

* Switch share at between 20% and 30%
* Highest-count logic cell in the final layout: clkdlybuf4s50_1
* Boundary Pins at 16
* Area Overhead vs Synth at 43.9%
* Clock latency (worst-skew pair) at between 0.2 and 0.25 ns
* Initial antenna violation count at 0
* Tightest Hold Check Type: reg -> reg
* Root buffer cell: clkbuf_8
* Count of tool warnings at 25
* Pwr dens at between 400 and 500 nW/um^2
* Switch Pwr at between 0.07 and 0.08 mW
* Synth flops at 11
* Core Util at FP at 11.6%
* CP Data Arrival Time at 1.32 ns
* Finished Cell Area at a little under 900 sq um
* VDD IR max at approximately 0.00013 V
* Sequential cell area at 277 sq um
* Final setup TNS at 0 ns
* CP startpoint kind: flip-flop
* CP max FO at 12
* Routed WL at between 1000 and 1500 microns
* Die X at roughly 94 microns
* Leak at between 0.3 and 0.4 nW
* Die Size at 8840 sq um
* Clock skew at between 0.002 and 0.003 ns
* Worst slew pin tran at roughly 0.39 ns
* Vias in the first global route at around 490
* 1st-iter DRT viols at 33
* Family with the most delay on the worst path: flip-flops
* CP required at between 2 and 2.5 ns
* CTS H-Tree Depth at 1
* CP cell instances: clkdlybuf4s50_1
* FILL cells at a little under 600
* WL/cell at approximately 8.7 microns
* Clk slew on worst S/H paths at approximately 0.050 ns
* Hold Slack at approximately 0.53 ns
* Slew Limit Headroom at roughly 74%
* Num CTS Buffers at 3
* RSZ-0062 raised after global routing: false
* Dpl cell area at approximately 820 sq um
* Clk pwr share at about 40%
* Worst Setup End Kind: primary output
* Total power at 0.373 mW
* Max_cap viols at 0
* Fin crit share at approximately two thirds
* DR vias at 479
* # setup viols final at 0
* ANT cells at 0
* Yosys warning total at 1
* Core area at between 5000 and 6000 sq um
* Yosys stat area at approximately 600 sq um
* Design internal power at 0.295 mW
* PortBufs at 15
* Die H at around 94 microns
* Yosys cell count at slightly below 60
* Sequential share of power at a little under half
* GRT Residual Overflow at 0
* DRC viols at 0
* Avg Inst Size Synth at 10.2 sq um
* Post-CTS setup buffers at 0
* Count of standard-cell rows at 26
* Finished Core Util at between 10% and 20%
* GRT Overall Usage at around 2.8%
* First-pass GRT wire length at approximately 2200 microns
* Power share of the combinational group at between 10% and 20%
* CTS tree: built
* Mapped Area at about 600 sq um
* CTS Buffer Depth at 2
* Slowest Stage Delay on Critical Path at around 0.55 ns
* CTS sink count at 11
* Synth Seq Share at between 40% and 50%
* Final tally of hold violations at 0
* Hold-fix buffers at CTS at 0
* Vias/cell at roughly 3.3
* Fin. max-slew vios at 0
* Detail Route Antenna Nets at 0
* Post-Synthesis Cells at 59
* Area of the multi-input gates at between 200 and 300 sq um
* Layout cells sized above 1 at around 8.0%
* Pin count of the biggest net entering global routing at 13
* Final min period at around 1.9 ns
* Slowest stage cell, crit path: dfrtp_1
* Run status: completed
* GPL Wtd Cong at 0.826
* First-pass detailed-route iteration total at 4
* Post-synth cell types at 31
* DPL Wire Length at roughly 1000 microns
* Max Freq at 532 MHz
* Crit path buf inv count at 1
* Crit path kind: reg -> out
* Top Layout Cells: clkdlybuf4s50_1 (15), dfrtp_1 (10), inv_1 (7), nor2_1 (5)
* Cts repair resizes at 0
## flip-flops by register name (all words and copies together), names as in the netlist
register    count
state           3
move_up         1
move_down       1
door_timer      4
door_open       1
stopped         1
## metal layers
metal  routed length, microns  track usage (%)  vias to the layer above
li1                         -                -                      244
met1                      543             3.59                      224
met2                      615             4.67                        9
met3                       70            0.242                        2
met4                       36             1.27                        0
met5                        0                0                        -
## power groups by stage
stage | clock network, mW | logic, mW | registers, mW
final | 0.151 | 0.0480 | 0.174
after global routing | 0.167 | 0.0548 | 0.175
after CTS | 0.156 | 0.0495 | 0.174
## kinds of logic (layout without fill, tap and decap cells)
kind of cell             after synthesis  after routing  synth area share, %
adder cells (fa/ha/maj)                3              3                 6.24
AND/OR/NAND/NOR                       19             19                 19.5
multiplexers                           1              1                 1.66
AND-OR/OR-AND                         15             15                 19.1
flip-flops                            11             11                 45.9
buffers and inverters                 10             26                 7.49
## metrics by stage
stage	setup slack [ns]	cells
2_1_floorplan	1.20	59
3_3_place_gp	0.703	141
3_5_place_dp	0.696	141
4_1_cts	0.913	145
5_1_grt	0.853	145
6_report	0.921	145
## final cells by class
| cell class | count | share of cell area [%] |
|---|---|---|
| timing repair buffer | 15 | 17.3 |
| sequential | 11 | 31.9 |
| clock buffer | 4 | 5.20 |
| inverter | 7 | 3.03 |
| tap | 70 | 10.1 |
| multi-input combinational | 38 | 32.4 |
## path summary, 6_finish.rpt
path	depth (start not counted)	slack [ns]	endpoint	from
max	1	0.92	state[1]	state[1]$_DFF_PP0_
min	1	0.53	door_timer[0]$_DFFE_PP0N_	door_timer[0]$_DFFE_PP0N_
min in group asynchronous	2	0.62	door_timer[3]$_DFFE_PP0N_	reset
min reg2reg	1	0.53	door_timer[0]$_DFFE_PP0N_	door_timer[0]$_DFFE_PP0N_
max reg2reg	3	1.33	state[0]$_DFF_PP0_	state[1]$_DFF_PP0_
max in group asynchronous	2	1.87	stopped$_DFF_PP1_	reset
## cells in the mapped netlist
cell type	instances	share of area (%)
o22ai_1	1	1.0
nand2_1	1	0.62
ha_1	3	6.2
o31ai_2	1	2.1
dfstp_2	1	4.4
or3b_1	1	1.5
clkbuf_1	2	1.2
nor2_1	5	3.1
buf_6	1	1.9
a21oi_1	1	0.83
a211o_1	2	2.9
nand4b_1	2	2.9
nand3_1	2	1.7
mux2i_1	1	1.7
or2b_1	1	1.2
nand3b_1	1	1.2
nor2b_1	2	2.1
or4_1	1	1.2
and3b_1	1	1.5
o211ai_1	1	1.2
a221oi_1	1	1.5
inv_1	7	4.4
a21o_1	2	2.5
o311a_1	1	1.7
o21bai_1	1	1.2
and2_1	1	1.0
o31ai_1	1	1.2
a211oi_1	1	1.2
o21ai_0	2	1.7
dfrtp_1	10	42
nand2b_2	1	1.5
Power is estimated from default activity; no workload was simulated.
